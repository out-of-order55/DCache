File: flow/config.mk
export PLATFORM = sky130hd
export DESIGN_NAME = RAM_256X21
export DESIGN_NICKNAME = RAM_256X21
export VERILOG_FILES = /design/flow/design.v
export SDC_FILE = /design/flow/constraint.sdc
export NUM_CORES = 4
export LEC_CHECK = 1
export CORE_UTILIZATION = 30
export SYNTH_MEMORY_MAX_BITS = 65536
File: flow/constraint.sdc
current_design RAM_256X21

set clk_period 31.0
set clk_io_pct 0.2

create_clock -name clk0 -period $clk_period [get_ports {CLKA}]

set non_clock_inputs [all_inputs -no_clocks]
set_input_delay [expr $clk_period * $clk_io_pct] -clock clk0 $non_clock_inputs
set_output_delay [expr $clk_period * $clk_io_pct] -clock clk0 [all_outputs]
File: flow/design.v
module RAM_256X21 (
    input               CLKA,
    input               RST,
    input [20:0]        DINA, 
    input [7:0]         ADDRA,
    input               WEA,
    input               ENA,
    output [20:0]       DOUTA          
);
    integer  i;
    reg[20:0]    RAM[255:0];
    reg[20:0]    data_temp;
    always @(posedge CLKA) begin
        if(RST)begin
            for(i=0;i<256;i=i+1)begin
                RAM[i] <= 'b0;
            end
        end
        if((WEA)&ENA)begin
            RAM[ADDRA] <= DINA;
        end
    end
    always @(posedge CLKA) begin
        if(ENA&(!(WEA)))begin
            data_temp <= RAM[ADDRA];
        end
    end
    assign DOUTA = data_temp; 
endmodule
File: flow/run.sh
#!/bin/bash
# OpenROAD 26Q1-2900-gdf79404cd8, Yosys 0.63+post, stock flow scripts
make -C /OpenROAD-flow-scripts/flow DESIGN_CONFIG=/design/flow/config.mk WORK_HOME=/design/flow/orfs finish
==> run summary <==
Outcome = finished clean
Total GRT Usage = 19.0%
Worst endpoint required time = 31.80 ns
YS chip area = 0.243 sq mm
Achievable Freq = 0.0883 GHz
DR vias = 129750
Design Power = 16.1 mW
Synthesized area = 0.243 sq mm
Setup crit end kind = flop
RSZ-0062 raised after global routing = no
Core ar. = 0.807 sq mm
Minimum clock period = 11.33 ns
CP Max Fanout = 65
Post-Layout Cell Count = 26378
Area grow syn2layout = 12.6%
TritonCTS clock tree = done
Post-CTS Setup Inserts = 0
Worst setup SP type = input port
Worst slack, placed = 18.43 ns
Clock skew = 0.0559 ns
Initial Util = 30.1%
Post-CTS resize count = 0
Share of layout cells above drive strength 1 = 19.8%
Finished Core Util = 33.9%
Chip area = 0.814 sq mm
Setup WS post-layout = 19.67 ns
Headroom to the max-slew limit = 2.87%
R2R cell count = 6
Clk slew on worst S/H paths = 0.06 ns
Chip height = 902 um
Wire length per cell = 27.7 um
Cells after Synth = 15470
Iter 0 DRT Violations = 8490
Grt ovf = 0
Yosys Instances = 15470
Logic area = 0.0751 sq mm
Cell Area, Placed = 0.256 sq mm
Max-Cap Viols = 0
Die width = 902 um
Fill cell instance count of the final layout = 75080
CTS root buffer = clkbuf_16
CTS buffer count = 573
Final period utilization = 36.5%
Post-Route WL = 730000 um
# DRC = 0
Hold Path Cell Cnt = 5
Kind of critical path = input port to flop
Quantity of hold-fixing buffers added after cts = 0
Largest net degree at the start of global routing = 90
Reg-to-reg startpoint = RAM[14][13]$_SDFFCE_PN0P_
Initial antenna violation count = 49
DRT Pass-1 Iters = 6
Placed cell count = 25258
Row count = 330
Yosys reg bits = 5397
Count of cell types in the netlist = 25
Max clock buf depth = 4
Synth warn = 1
PD cells = 59.0 mW/mm^2
Worst Hold Slack = 1.07 ns
Register area = 0.162 sq mm
Stage-log warning count = 27
CTS H-tree lvls = 6
Maximum vdd drop = 0.0000624 V
Post-synth seq share = 66.7%
Vias/cell = 4.92
First-pass GRT wire length = 1040000 um
Worst skew pair latency = 1.12 ns
Slew Limit Fails = 0
Clk sinks = 5397
Synth Area per Inst = 15.7 sq um
Design area = 0.274 sq mm
Crit path DAT = 12.13 ns
Final setup violation count = 0
Setup TNS = 0 ns
Post-DP HPWL = 429000 um
Hold path start = RAM[71][18]$_SDFFCE_PN0P_
Register-to-register setup slack = 27.41 ns
Routed Antenna Nets = 0
Final Hold Vio Count = 0
Reg2Reg Capture Point = data_temp[13]$_DFFE_PP_
Lkg Pwr = 91.3 nW
GP Congestion = 0.883
Vias in the first global route = 139434
I/O Buffers = 53
Num ports = 54
Worst hold path class = flop to flop
Worst hold endpoint = data_temp[18]$_DFFE_PP_
Worst-Margin Slew = 1.44 ns
## how the worst max path moves through the flow
stage / start / to / cells past startpoint
4_1_cts: ADDRA[0] / data_temp[1]$_DFFE_PP_ / 11
5_1_grt: ADDRA[0] / data_temp[1]$_DFFE_PP_ / 11
6_report: ADDRA[0] / data_temp[1]$_DFFE_PP_ / 11
## layout by cell type, fill, tap and decap left out, types with 4 or more instances in the layout
cell / n
clkdlybuf4s50_1: 29
buf_4: 596
bufinv_16: 18
and2_1: 5379
diode_2: 87
clkinv_8: 13
a22oi_1: 672
o41ai_2: 46
a21oi_1: 336
clkbuf_16: 591
clkinvlp_4: 5
edfxtp_1: 5397
or2_2: 256
nand2_4: 8
nand2_1: 21
clkbuf_1: 153
nand3_4: 5
inv_16: 6
nor2b_4: 5
clkinv_16: 4
buf_12: 9
nor2_1: 245
o41ai_1: 32
inv_6: 17
clkinv_1: 140
o41ai_4: 6
nor3_2: 10
nand4_1: 22
mux4_2: 1344
clkinv_2: 85
buf_8: 22
## routing by layer
layer / wire [um] / up-vias / track usage [%]
met5: 570 / - / 0.420
met4: 38800 / 36 / 8.27
met3: 107000 / 1210 / 12.4
met2: 345000 / 6799 / 28.9
met1: 239000 / 65336 / 21.2
li1: - / 56369 / -
## state kept, by name, indices dropped and copies added, names as in the netlist
register and flops:
data_temp 21, RAM 5376
## power by group
group / leakage [nW] / internal [mW] / switching [mW]
clock: 8.54 / 3.65 / 2.88
combinational: 31.5 / 0.386 / 0.754
sequential: 51.2 / 8.38 / 0.0952
## critical path, stage by stage
cell     delay [ns]
buf_16         0.40
buf_4          0.47
buf_4          0.60
buf_4          0.67
buf_4          0.63
buf_4          0.66
mux4_2         0.62
a22oi_1        0.26
a21oi_1        0.23
o41ai_1        0.90
nand4_1        0.22
## synth_stat cells (all sizes together)
cell type	count	area share, %
nor2b	8	0.021
nand3	7	0.014
nand2b	5	0.013
buf	230	0.48
and2	5381	14
a22oi	672	2.1
edfxtp	5397	67
nor3	10	0.023
nor4	2	0.0051
or3	4	0.010
nand4	22	0.057
a21oi	336	0.69
o41ai	84	0.30
nand2	29	0.045
or2	258	0.66
and2b	1	0.0031
clkbuf	1432	2.2
nor2	248	0.38
mux4	1344	12
## logic make-up after synthesis
| logic type | synth area share [%] |
|---|---|
| flip-flops | 66.7 |
| AND/OR/NAND/NOR | 15.1 |
| multiplexers | 12.5 |
| AND-OR/OR-AND | 3.07 |
| buffers and inverters | 2.70 |
## final cells by class
| cell class | instances | area share (%) |
|---|---|---|
| Antenna cell | 87 | 0.0795 |
| Clock buffer | 744 | 5.61 |
| Clock inverter | 288 | 0.778 |
| Timing Repair Buffer | 661 | 1.95 |
| Sequential cell | 5397 | 59.2 |
| Multi-Input combinational cell | 8411 | 27.4 |
| Tap cell | 10790 | 4.93 |
Power is estimated from default activity; no workload was simulated.
