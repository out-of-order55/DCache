==> flow/design.v <==
module RAM_256X32 (
    input               CLKA,
    input               RST,
    input [31:0]        DINA, 
    input [7:0]         ADDRA,
    input [3:0]         WEA,
    input               ENA,
    output [31:0]       DOUTA          
);
    integer  i;
    reg[31:0]    RAM[255:0];
    reg[31:0]    data_temp;
    always @(posedge CLKA) begin
        if(RST)begin
            for(  i=0;i<256;i=i+1)begin
                RAM[i] <= 'b0;
            end
        end
        if((|WEA)&ENA)begin
            RAM[ADDRA][31:24]   <= WEA[3]?DINA[31:24]:RAM[ADDRA][31:24];
            RAM[ADDRA][23:16]   <= WEA[2]?DINA[23:16]:RAM[ADDRA][23:16];
            RAM[ADDRA][15:8]    <= WEA[1]?DINA[15:8] :RAM[ADDRA][15:8] ;
            RAM[ADDRA][7:0]     <= WEA[0]?DINA[7:0]  :RAM[ADDRA][7:0]  ;
        end
    end
    always @(posedge CLKA) begin
        if(ENA&(!(|WEA)))begin
            data_temp <= RAM[ADDRA];
        end
    end
    assign DOUTA = data_temp;
endmodule
==> flow/run.sh <==
#!/bin/bash
# OpenROAD 26Q1-2900-gdf79404cd8, Yosys 0.63+post, stock flow scripts
make -C /OpenROAD-flow-scripts/flow DESIGN_CONFIG=/design/flow/config.mk WORK_HOME=/design/flow/orfs finish
==> flow/config.mk <==
export PLATFORM = sky130hd
export DESIGN_NAME = RAM_256X32
export DESIGN_NICKNAME = RAM_256X32
export VERILOG_FILES = /design/flow/design.v
export SDC_FILE = /design/flow/constraint.sdc
export NUM_CORES = 4
export LEC_CHECK = 1
export CORE_UTILIZATION = 50
export SYNTH_MEMORY_MAX_BITS = 65536
==> flow/constraint.sdc <==
current_design RAM_256X32

set clk_period 42.4
set clk_io_pct 0.2

create_clock -name clk0 -period $clk_period [get_ports {CLKA}]

set non_clock_inputs [all_inputs -no_clocks]
set_input_delay [expr $clk_period * $clk_io_pct] -clock clk0 $non_clock_inputs
set_output_delay [expr $clk_period * $clk_io_pct] -clock clk0 [all_outputs]
==> impl_metrics.yaml <==
# yosys + openroad results
yosys:
  synth_area_leader_cell: "edfxtp_1"
  yosys-top-cells-count: "a21oi_1, edfxtp_1, clkbuf_1"
  synthCells: 25500
  yosys_cells: 25500
  netlist_area_um2: 368000
  syn_avg_cell_area_um2: 14.4
  yosys.cell_types.count: 41
  ys_ff: 8224
  async_reset_ff_share_pct: 0
  yosysMostFrequentCell: "a21oi_1"
  topCellsByArea: "edfxtp_1, a21oi_1, mux4_2"
  flop_cell: "edfxtp_1"
  ys_area_um2: 368000
  ys_seq_share_pct: 67.1
  yosys_warnings: 1
  top_area_share_pct: 67.1
  edf_count: 8224
cts:
  cts_tree: "built"
  postCtsHoldBufs: 0
  cts.sinks: 8224
  htree_num_levels: 6
  path_clk_slew_ps: 60
  cts_made_buffers: 836
  postCtsSetupBuffers: 0
  worstSkewPairLatency_ps: 1270
  clock_path_buffers: 4
  clock-root-buffer: "clkbuf_16"
  cts_resized: 0
worst_setup_path:
  rrSetupSlack_ps: 36710
  end_kind: "flip-flop"
  cp_max_fo: 64
  worst_ep_required_time_ps: 43320
  crit_path_start_kind: "input port"
  criticalPathCategory: "in -> reg"
  cp.arrival_ps: 16680
min_path:
  hold_class: "reg -> reg"
place:
  dp_hpwl_mm: 827
  place_congestion: 0.965
  port_buffers: 78
route:
  wl_met2_mm: 583
  wl_met3_mm: 301
  wl_met1_mm: 388
  dr.pass1.iters: 9
  post_drt_wl_per_cell_um: 39.3
  drc: 0
  highest_layer: "met5"
  drt-total-wl_mm: 1370
  routed_via_density: 6.92
  vias: 242000
  drtAntennaViolNets: 0
  drtIter0Drc: 20100
sta:
  setup_violations: 0
  rsz0062_at_grt: "false"
  post-route-period-util_pct: 37.2
  timing.fmax_mhz: 63.5
  final-hold-violation-count: 0
  drv_slew: 0
  post-route-min-period_ps: 15760
  relSlewSlack_pct: 13.2
  finalClockSkew_ps: 109
  tightest_slew_ps: 1300
  fin_tns_setup_ps: 0
floorplanning:
  initCoreUtil_pct: 50.3
  row_count: 314
  core_area_um2: 732000
  num_io_pins: 79
  die_w_um: 860
  fp.dieH_um: 860
  chip_area_um2: 740000
run:
  drv_cap: 0
  warning_count: 31
outcome:
  status: "completed"
grt:
  grt_pass1_vias: 252000
  grt_pass1_wl_mm: 1910
  grt_usage_pct: 41.2
  grt.overflow.total: 0
  antenna_found_initial: 66
  grt_max_degree: 113
layout:
  area_growth_pct: 9.90
  layout-drive-gt1-share_pct: 17.5
  final_core_util_pct: 55.2
  nFillCells: 57300
power_and_ir_drop:
  ir_drop_mv: 0.0510
  power_leakage_uw: 0.137
  power_density_nw_per_um2: 44.0
[layout make-up]
| type | instances | area (um2) | share of cell area [%] |
|---|---|---|---|
| Tap cell | 9796 | 12300 | 3.03 |
| Multi-Input combinational cell | 13800 | 108000 | 26.6 |
| Inverter | 1 | 3.75 | 0.000928 |
| Sequential cell | 8224 | 247000 | 61.0 |
| Antenna cell | 71 | 178 | 0.0439 |
| Clock inverter | 439 | 3290 | 0.813 |
| Clock buffer | 1088 | 22100 | 5.46 |
| Timing Repair Buffer | 1534 | 12100 | 3.00 |
[registers in the layout, summed over array words and instances, names as in the netlist]
signal / flops
RAM: 8192
data_temp: 32
[metal layers]
metal,GRT usage (%),vias to the layer above
met2,53.2,19300
li1,-,98600
met1,46.6,120000
met3,37.6,3639
met5,11.0,-
met4,19.6,201
[where the power goes]
part | total [uW] | internal, uW | switching (uW)
Clock | 7040 | 3850 | 3190
Combinational | 1510 | 379 | 1130
Sequential | 9260 | 9190 | 67.3
[path summary, 6_finish.rpt]
check	startpoint	to	cells after the start
setup / recovery	ADDRA[0]	RAM[98][5]$_SDFFCE_PN0P_	15
hold / removal	RAM[53][30]$_SDFFCE_PN0P_	data_temp[30]$_DFFE_PP_	5
setup reg to reg	RAM[114][8]$_SDFFCE_PN0P_	RAM[105][8]$_SDFFCE_PN0P_	8
hold reg to reg	RAM[53][30]$_SDFFCE_PN0P_	data_temp[30]$_DFFE_PP_	5
[worst max-delay path, cell delays in order]
cell     delay (ps)
buf_16          260
buf_4           590
buf_4           610
buf_4           610
buf_4           630
buf_4           660
buf_4           680
buf_4           600
mux4_2          570
a22oi_1         260
a41oi_2         480
o41ai_4         470
buf_4           640
buf_4           710
a21oi_1         170
[cells by family after synthesis]
| group | Yosys count | share of synthesized area (%) |
|---|---|---|
| compound gates | 9695 | 14.2 |
| flops | 8224 | 67.1 |
| buf+inv | 3497 | 4.29 |
| mux | 2565 | 12.2 |
| simple gates | 1500 | 2.21 |
[per-stage QoR]
| stage | power [uW] | hold slack, ps | cell area, um2 | setup WS [ps] | instances |
|---|---|---|---|---|---|
| 4_1_cts | 17800 | 1130 | 404000 | 26690 | 34800 |
| 3_5_place_dp | 10900 | 1120 | 379000 | 25410 | 33300 |
| 2_1_floorplan | 10200 | 925 | 368000 | 30790 | 25500 |
| 5_1_grt | 18200 | 1210 | 404000 | 26070 | 34900 |
| 6_report | 17800 | 1140 | 405000 | 26640 | 34900 |
| 3_3_place_gp | 10900 | 1100 | 379000 | 25410 | 33300 |
[layout by cell type (no fill, tap or decap), types with 84 or more instances in the layout]
cell	synthesis	final
nand2b_2	0	84
a22oi_1	926	926
nand2_1	297	265
buf_4	368	1425
nand3_1	257	257
mux4_2	1532	1532
clkbuf_1	2089	241
mux2i_1	1032	1032
and3_1	386	384
clkbuf_16	0	847
edfxtp_1	8224	8224
nand4_1	129	129
clkinv_1	0	247
a21oi_1	8318	8318
clkinv_2	0	109
a31oi_1	253	252
nand2b_1	264	165
No activity file was given, so power comes from the tool's default toggle rates.
