<file path="/design/flow/run.sh">
#!/bin/bash
# OpenROAD 26Q1-2900-gdf79404cd8, Yosys 0.63+post, stock flow scripts
make -C /OpenROAD-flow-scripts/flow DESIGN_CONFIG=/design/flow/config.mk WORK_HOME=/design/flow/orfs finish
</file>
<file path="/design/flow/config.mk">
export PLATFORM = sky130hd
export DESIGN_NAME = Regfile_256X1
export DESIGN_NICKNAME = Regfile_256X1
export VERILOG_FILES = /design/flow/design.v
export SDC_FILE = /design/flow/constraint.sdc
export NUM_CORES = 4
export LEC_CHECK = 1
export CORE_UTILIZATION = 30
</file>
<file path="/design/flow/constraint.sdc">
current_design Regfile_256X1

set clk_period 10.3
set clk_io_pct 0.2

create_clock -name clk0 -period $clk_period [get_ports {CLKA}]

set non_clock_inputs [all_inputs -no_clocks]
set_input_delay [expr $clk_period * $clk_io_pct] -clock clk0 $non_clock_inputs
set_output_delay [expr $clk_period * $clk_io_pct] -clock clk0 [all_outputs]
</file>
<file path="/design/flow/design.v">
module Regfile_256X1 (
    input               CLKA,
    input               RST,
    input               DINA, 
    input [6:0]         ADDRA,
    input               WEA,
    input               ENA,
    output              DOUTA          
);
    reg[255:0]      data=0;
    always @(posedge  CLKA ) begin
        if(RST)begin
            data <= 256'b0;
        end
        else if(WEA&ENA)begin
            data[ADDRA] <= DINA;
        end
    end
    assign DOUTA = (!WEA)&(ENA)?data[ADDRA]:'b0;
endmodule
</file>
==> insert_results.sql <==
-- load yosys + openroad results
INSERT INTO impl_metrics (metric_group, metric, value, unit) VALUES
('sta', 'clock.fmax', '150.1', 'MHz'),
('power_and_ir_drop', 'switching_part_of_the_total', '0.2519', ''),
('synth', 'ys_types', '58', ''),
('synth', 'netlist_instances', '777', ''),
('synth', 'ys_dominant_reg_cell', 'sky130_fd_sc_hd__dfxtp_1', ''),
('global_routing', 'grt_antenna_before_repair', '0', ''),
('detailed_routing', 'detail_route.first_pass.iterations', '7', ''),
('synth', 'yosys_aoi_share', '0.2802', ''),
('detailed_routing', 'vias_per_cell', '6.054', ''),
('sta', 'finClkSkew', '0', 'ns'),
('cts', 'ctsLongestPathBuffers', '2', ''),
('sta', 'grt_setup_unrepaired', 'false', ''),
('detailed_routing', 'post_drt_wl_per_cell', '22.59', 'µm'),
('synth', 'mappedNetlistArea', '7074', 'µm²'),
('sta', 'drv_slew', '0', ''),
('setup_path', 'timing.critical_path.fanout_max', '35', ''),
('placed_design', 'final_weighted_congestion_in_routability_driven_placement', '0.9567', ''),
('sta', 'final-setup-viol-count', '0', ''),
('sta', 'period_needed', '6.664', 'ns'),
('global_routing', 'grt_start_max_net_pins', '54', ''),
('floorplan', 'placementRows', '55', ''),
('global_routing', 'met2_demand_to_capacity_share_in_global_routing', '0.3229', ''),
('cts', 'post_cts_resize_count', '0', ''),
('power_and_ir_drop', 'power_frac_seq', '0.392', ''),
('detailed_routing', 'route.vias.total', '6556', ''),
('synth', 'yosys-stat-area', '7074', 'µm²'),
('floorplan', 'top_level_ports', '13', ''),
('power_and_ir_drop', 'cellInternalPower', '0.9469', 'mW'),
('synth', 'ys_sh_xor', '0.004952', ''),
('cts', 'cts-htree-levels', '4', ''),
('synth', 'postSynthRegisterBits', '128', ''),
('placed_design', 'port_buffers', '12', ''),
('cells_and_area', 'largest_register_ffs', '128', ''),
('detailed_routing', 'drc_errors', '0', ''),
('setup_path', 'setup.worst_path.start_class', 'input pin', ''),
('worst_hold_path', 'end_point_of_the_most_critical_hold_path', 'data[98]$_SDFFE_PP0P_', ''),
('global_routing', 'total_global_routing_overflow', '0', ''),
('cts', 'clkLatencyLatePin', '0.42', 'ns'),
('synth', 'synth_simple_gate_area_share', '0.1434', ''),
('worst_hold_path', 'hold_path_startpoint', 'data[98]$_SDFFE_PP0P_', ''),
('synth', 'async_flop_share', '0', ''),
('synth', 'synth.yosys.warnings', '1', ''),
('synth', 'adder_area_share', '0.005306', ''),
('cells_and_area', 'layout-drive-gt1-share', '0.1545', ''),
('detailed_routing', 'drtIter0Drc', '670', ''),
('detailed_routing', 'route.final.wire_length', '24.47', 'mm'),
('power_and_ir_drop', 'power_leakage', '2.624', 'nW'),
('cells_and_area', 'final_common_cell', 'sky130_fd_sc_hd__dfxtp_1', ''),
('worst_hold_path', 'timing.hold.worst_path_depth', '2', ''),
('synth', 'synth_sequential_area_ratio', '0.3622', ''),
('global_routing', 'grt_most_used_layer', 'met2', ''),
('power_and_ir_drop', 'clkPwrFrac', '0.510', ''),
('cts', 'clk_root_buf', 'sky130_fd_sc_hd__clkbuf_16', ''),
('synth', 'synth.avg_cell_area', '9.105', 'µm²'),
('floorplan', 'fp.dieArea', '24200', 'µm²'),
('setup_path', 'worst_r2r_path_depth', '2', ''),
('cts', 'cts_tree', 'built', ''),
('floorplan', 'floorplan.core_area', '22920', 'µm²'),
('setup_path', 'r2r_start', 'data[119]$_SDFFE_PP0P_', ''),
('cells_and_area', 'post_route_utilization', '0.3551', ''),
('cells_and_area', 'layout_top_registers', 'data (128)', ''),
('status', 'status', 'complete, no violations', ''),
('setup_path', 'worst-r2r-setup-slack', '9.55', 'ns'),
('setup_path', 'cp.required', '8.24', 'ns'),
('power_and_ir_drop', 'peakVddDrop', '0.0001112', 'V'),
('detailed_routing', 'ant_nets', '0', ''),
('cts', 'number_of_buffers_created_by_cts', '17', ''),
('synth', 'synth-edff-count', '0', ''),
('global_routing', 'grtUsageTotal', '0.2130', ''),
('sta', 'fin_crit_sh', '0.6470', ''),
('cells_and_area', 'mostFrequentLayoutCells', '128 x sky130_fd_sc_hd__dfxtp_1, 69 x sky130_fd_sc_hd__nand2_1, 65 x sky130_fd_sc_hd__a21oi_1, 49 x sky130_fd_sc_hd__nand3_1, 43 x sky130_fd_sc_hd__o211ai_1', '');
[worst max path at each step]
stage / endpoint / startpoint / cells after the start
final: DOUTA / ADDRA[3] / 8
after global routing: DOUTA / ADDRA[0] / 8
after CTS: DOUTA / ADDRA[3] / 8
[synthesized netlist by cell type, drive strengths merged (5+ instances only)]
| library cell | instances | area, µm² |
|---|---|---|
| nor3 | 14 | 75.07 |
| o31ai | 30 | 230.2 |
| buf | 24 | 117.6 |
| nor2b | 5 | 31.28 |
| nor2 | 26 | 97.59 |
| clkbuf | 57 | 214.0 |
| or3 | 6 | 42.54 |
| a21oi | 67 | 335.3 |
| o32ai | 8 | 70.07 |
| o2111ai | 16 | 140.1 |
| inv | 8 | 30.03 |
| o211ai | 43 | 322.8 |
| a22oi | 5 | 37.54 |
| a32o | 24 | 240.2 |
| nand4 | 14 | 87.58 |
| o21ai | 36 | 180.2 |
| a211oi | 12 | 90.09 |
| nand2b | 6 | 37.54 |
| mux4 | 30 | 675.7 |
| o41ai | 6 | 52.55 |
| nand3 | 49 | 245.2 |
| and2 | 7 | 43.79 |
| dfxtp | 128 | 2562 |
| mux2i | 36 | 360.4 |
| o21a | 5 | 37.54 |
| nand2 | 70 | 265.3 |
[through the flow]
stage,std cells,cell area [µm²],hold WS [ns],setup WS (ns),total power [mW]
4_1_cts,1083,8137,0.4622,3.637,1.268
6_report,1083,8137,0.4613,3.636,1.266
2_1_floorplan,777,7074,0.4350,4.673,0.5839
3_5_place_dp,1051,7506,0.4539,3.665,0.6279
5_1_grt,1083,8137,0.4864,3.479,1.303
3_3_place_gp,1051,7506,0.4453,3.645,0.6291
[layout make-up]
class	instances	area (µm²)
Sequential cell	128	2562
Clock inverter	11	160.2
Multi-Input combinational cell	560	4192
Timing Repair Buffer	42	330.3
Fill cell	2264	14780
Clock buffer	21	470.5
Inverter	8	30.03
Tap cell	313	391.6
[metal layers]
layer,up-vias,wire length (µm)
met5,-,0
met4,0,915
met2,282,10970
met1,3219,10830
li1,2991,-
met3,64,1755
[worst max-delay path: stages]
cell and delay [ns]:
sky130_fd_sc_hd__clkdlybuf4s50_1 0.45, sky130_fd_sc_hd__buf_4 0.35, sky130_fd_sc_hd__mux4_2 0.28, sky130_fd_sc_hd__o32a_1 0.15
sky130_fd_sc_hd__a21oi_1 0.06, sky130_fd_sc_hd__or4_1 0.51, sky130_fd_sc_hd__o211ai_1 0.19, sky130_fd_sc_hd__clkdlybuf4s50_1 0.53
[power by group through the flow]
stage | combinational, mW | clock [mW] | sequential [mW]
4_1_cts | 0.121 | 0.650 | 0.496
6_report | 0.124 | 0.645 | 0.497
5_1_grt | 0.131 | 0.676 | 0.496
[cell families after synthesis]
logic type,count (synthesis)
flops,128
buf+inv,89
simple gates,207
mux,70
xor+xnor,4
compound gates,276
fa+ha+maj,3
No activity file was given, so power comes from the tool's default toggle rates.
